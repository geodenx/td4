### ./run.sh
#!/bin/bash
# OpenROAD 26Q1-2900-gdf79404cd8, Yosys 0.63+post, stock flow scripts
make -C /OpenROAD-flow-scripts/flow DESIGN_CONFIG=/design/flow/config.mk WORK_HOME=/design/flow/orfs finish
### ./config.mk
export PLATFORM = sky130hd
export DESIGN_NAME = td4
export DESIGN_NICKNAME = td4
export VERILOG_FILES = /design/flow/design.v
export SDC_FILE = /design/flow/constraint.sdc
export NUM_CORES = 4
export LEC_CHECK = 1
export CORE_AREA = 10 10 70 70
export DIE_AREA = 0 0 80 80
### ./constraint.sdc
current_design td4

set clk_period 1.7
set clk_io_pct 0.2

create_clock -name clk0 -period $clk_period [get_ports {clock}]

set non_clock_inputs [all_inputs -no_clocks]
set_input_delay [expr $clk_period * $clk_io_pct] -clock clk0 $non_clock_inputs
set_output_delay [expr $clk_period * $clk_io_pct] -clock clk0 [all_outputs]
### ./design.v
module alu(clock, reset, a, b, result, flagC);
   input clock, reset;
   input [3:0]  a, b;
   output [3:0] result;
   output 	flagC;
   wire [4:0] 	sum;
   reg 		regflagC;
   assign 	sum[4:0] = a[3:0] + b[3:0];
   assign 	result = sum[3:0];
   assign 	flagC = regflagC;
   always @(posedge clock or negedge reset) begin
      if (!reset)
	regflagC <= 0;
      else
	regflagC <= sum[4];
   end   
endmodule  
module decoder (opcode, flagC, MuxSel, loadA, loadB, loadOut, loadPC);
   input [3:0]  opcode;
   input 	flagC;
   output [1:0] MuxSel;
   output 	loadA, loadB, loadOut, loadPC;
   assign 	{MuxSel, loadA, loadB, loadOut, loadPC} = funcDec(opcode, flagC);
   function [5:0] funcDec;
      input [3:0] opcode;
      input flagC;
      case (opcode)
	4'h0:	funcDec = 6'h07;
	4'h1:	funcDec = 6'h17;
	4'h2:		funcDec = 6'h27;
	4'h3:	funcDec = 6'h37;
	4'h4:	funcDec = 6'h0B;
	4'h5:	funcDec = 6'h1B;
	4'h6:		funcDec = 6'h2B;
	4'h7:	funcDec = 6'h3B;
	4'h9:		funcDec = 6'h1D;
	4'hB:	funcDec = 6'h3D;
	4'hE: 
	  if (flagC)
	    funcDec = 6'h0F;	 
	  else
	    funcDec = 6'h3E;
	4'hF:	funcDec = 6'h3E;
      endcase
   endfunction  
endmodule  
module mux (sel, a, b, c, d, out);
   input [1:0]  sel;
   input [3:0] 	a, b, c, d;
   output [3:0] out;
   assign 	out = funcMux(sel, a, b, c, d);
   function [3:0] funcMux;
      input [1:0]  sel;
      input [3:0]  a, b, c, d;
      case (sel) 
	2'h0: funcMux = a;
	2'h1: funcMux = b;
	2'h2: funcMux = c;
	2'h3: funcMux = d;
      endcase
   endfunction  
endmodule  
module pc(clock, reset, load, d, q);
   input        clock, reset, load;
   input [3:0] 	d;
   output [3:0] q;
   reg [3:0] 	regQ;
   assign 	q = regQ;
   always @ (posedge clock or negedge reset) begin
      if (!reset)
	regQ <= 4'h0;
      else if (~load)
	regQ <= d;
      else
	regQ <= regQ + 1;
   end
endmodule  
module register(clock, reset, load, d, q);
   input        clock, reset, load;
   input [3:0] 	d;
   output [3:0] q;
   reg [3:0] 	regQ;
   assign 	q = regQ;
   always @ (posedge clock or negedge reset) begin
      if (!reset)
	regQ <= 4'h0;
      else if (~load)
	regQ <= d;
   end
endmodule  
module rom(address, data);
   input [3:0]  address;
   output [7:0] data;
   assign 	data = ROM(address);
   function [7:0] ROM;
      input [3:0] address;
      case (address)
	0:  ROM = {4'hB, 4'h0};
	1:  ROM = {4'hB, 4'h1};
	2:  ROM = {4'hB, 4'h2};
	3:  ROM = {4'hB, 4'h3};
	4:  ROM = {4'hB, 4'h4};
	5:  ROM = {4'hB, 4'h5};
	6:  ROM = {4'hB, 4'h6};
	7:  ROM = {4'hB, 4'h7};
	8:  ROM = {4'hB, 4'h8};
	9:  ROM = {4'hB, 4'h9};
	10: ROM = {4'hB, 4'hA};
	11: ROM = {4'hB, 4'hB};
	12: ROM = {4'hB, 4'hC};
	13: ROM = {4'hB, 4'hD};
	14: ROM = {4'hB, 4'hE};
	15: ROM = {4'hF, 4'h0};
      endcase  
   endfunction  
endmodule  
module td4(clock, reset, PortIn, PortOut);
   input	clock, reset;
   input [3:0] 	PortIn;
   output [3:0] PortOut;
   wire [3:0] 	address;
   wire [7:0] 	data;
   wire  	loadA, loadB, loadOut, loadPC, flagC;
   wire [3:0] 	qA, qB;
   wire [1:0] 	MuxSel;
   wire [3:0] 	MuxOut, Result;
   decoder decoder(data[7:4], flagC, MuxSel, loadA, loadB, loadOut, loadPC);
   rom rom(address, data);
   mux mux(MuxSel, qA, qB, PortIn, 4'h0, MuxOut);
   alu alu(clock, reset, MuxOut, data[3:0], Result, flagC);
   register A(  clock, reset, loadA,   Result, qA);
   register B(  clock, reset, loadB,   Result, qB);
   register Out(clock, reset, loadOut, Result, PortOut);
   pc pc(       clock, reset, loadPC,  Result, address);
endmodule  
==> CHANGELOG.md <==
## Flow update

- I/O Pins: 10
- Via density: around 3.5
- Largest net degree at the start of global routing: 10
- Comb area: about 230 µm²
- Final Critical Period: 1.46 ns
- Cts bufs inserted: 3
- Crit path cell chain: ha_1 -> ha_1 -> nor2b_4 -> o31ai_4 -> o41ai_2
- Most common cell in the netlist: dfrtp_1
- CTS Hold Bufs: 0
- Synth top cells by count: 8 x dfrtp_1, 5 x ha_1, 4 x a21oi_1, 4 x o22ai_1, 3 x inv_2
- Layout area overhead: 28.9%
- Setup TNS: 0 ns
- # resized after CTS: 0
- Root Driver: clkbuf_4
- Main synth FF type: dfrtp_1
- Die span in y: roughly 80 µm
- Crit Path Category: reg -> reg
- Final HPWL DP: 668 µm
- Avg Cell Area, Syn: between 10 and 15 µm²
- Worst Skew: approximately 0.0063 ns
- RSZ-0062 raised after global routing: false
- Worst skew pair latency: ~0.25 ns
- Yosys top cell by area: dfrtp_1
- WL/cell: about 8.9 µm
- Mux share: 0%
- Grt ovf: 0
- Worst stage delay on the critical path: 0.38 ns
- Setup violators final: 0
- VDD IR max: ~0.15 mV
- FFs w/ async S/R, synth: approximately 100%
- Ys Warns: 6
- Overall Global Routing Usage: ~2.9%
- Sequential Area: between 200 and 250 µm²
- Worst-margin pin slew: 0.373 ns
- Power consumption: approximately 340 µW
- HP Class: in -> async
- Initial antenna violation count: 0
- Synth Area in Adders: 13.5%
- Number of enable flip-flop cells: 0
- Crit-path slowest cell: dfrtp_1
- Relative slew slack: roughly 75%
- Tool warning count: 32
- Critical path arrival: around 1.6 ns
- Final hold vios: 0
- Row Count: 21
- Vias in the first global route: approximately 340
- Number of DRC markers in iteration 0: 29
- Most common cell on crit path: ha_1
- Final Util: 17.5%
- Yosys aoi share: between 20% and 30%
- Cycle use final: 85.7%
- TritonCTS clock tree: done
- Routed via count: 338
- Top non-seq family: AND-OR/OR-AND gates
- Top cells, area: dfrtp_1 43%, ha_1 14%, o22ai_1 5.4%
- MaxCap Viol Count: 0
- YS chip area: 463 µm²
- Register share after synthesis: 43.2%
- CP Capture Type: register
- Chip area: 6400 µm²
- Status: complete, no violations
- Leak: 0.000242 µW
- GPL Wtd Cong: around 0.72
- First-pass GRT wire length: roughly 1500 µm
- Netlist area before placement: approximately 460 µm²
- Fill cell count: 381
- Area share, top type: around 43%
- Crit path DRT: around 1.8 ns
- Die X: roughly 80 µm
- #FFs+latches synth: 8
- Ys cells: between 40 and 50
- IO buf count: 5
- Fmax: approximately 0.69 GHz
- Core ar.: between 3000 and 4000 µm²
- Simple share: under 10%
- PwrDens: ~570 nW/µm²
- Share of cells above drive strength 1: 28.0%
- Slew Viols, Final: 0
- Crit path max fanout: 6
- Setup repair bufs after CTS: 0
- FP Core Util: a little over an eighth
- Synth unique cells: 19
- Pre-antenna DRT Iters: 3
- Clock Path Buffers: 2
- DRC errors left: 0
- Cells after Synth: 41
- CTS clk-pin slew, worst paths: around 0.050 ns
- Worst setup SP type: register
- Drt total wl: 853 µm
- Clock sinks: 8
- Xor/xnor share: 0%
- Htree depth: 1
- Ant. Diodes: 0
- Routed Antenna Nets: 0
-- registers in the layout, summed over array words and instances (netlist names) --
signal,cells
Out.regQ,4
pc.regQ,4
-- logic make-up after synthesis --
kind of cell / count (synthesis)
AOI/OAI and AO/OA: 16
adders and majority gates: 5
buffers and inverters: 7
DFF: 8
and+or+nand+nor: 5
-- per-layer routing --
metal / share of wire (%) / GRT usage [%]
met2: 44 / 3.93
met3: 9.3 / 2.16
met1: 45 / 3.64
met5: 0 / 0
met4: 0.94 / 0.528
-- metrics by stage --
stage	setup slack, ns	instance area (µm²)	instances	hold WS (ns)
after global placement	0.269	574	93	0.520
final	0.242	597	96	0.367
after CTS	0.234	597	96	0.378
after detailed placement	0.257	574	93	0.526
after floorplan	0.234	463	41	0.0444
after global routing	0.166	597	96	0.387
-- final timing paths --
check | startpoint | to | slack [ns] | cells past startpoint
min | reset | Out.regQ[3]$_DFFE_PN0N_ | 0.37 | 1
min reg2reg | Out.regQ[2]$_DFFE_PN0N_ | Out.regQ[2]$_DFFE_PN0N_ | 0.54 | 1
max reg2reg | pc.regQ[0]$_DFF_PN0_ | pc.regQ[3]$_DFF_PN0_ | 0.24 | 5
min in group clk0 | Out.regQ[2]$_DFFE_PN0N_ | Out.regQ[2]$_DFFE_PN0N_ | 0.54 | 1
max in group asynchronous | reset | Out.regQ[1]$_DFFE_PN0N_ | 1.06 | 1
max | pc.regQ[0]$_DFF_PN0_ | pc.regQ[3]$_DFF_PN0_ | 0.24 | 5
-- final cells by class --
type / count / share of cell area, %
timing repair buffer: 8 / 12.2
multi-input combinational: 26 / 37.7
tap: 46 / 9.64
clock buffer: 3 / 3.77
sequential: 8 / 33.5
inverter: 5 / 3.14
-- report_power, final --
group          internal, µW  switching, µW
clock network          80.6           61.3
logic                  2.03           3.65
registers               191              0
-- critical path, delay by kind of cell, from the launching register on --
family / cells / cell delay [ns]
flops: 1 / 0.38
compound gates: 2 / 0.32
fa+ha+maj: 2 / 0.46
simple gates: 1 / 0.16
-- cell usage in the layout (no fill, tap or decap) --
| master | n |
|---|---|
| a211oi_2 | 1 |
| a21oi_1 | 4 |
| a31oi_1 | 1 |
| a32o_1 | 1 |
| buf_4 | 3 |
| clkbuf_4 | 3 |
| clkdlybuf4s50_1 | 5 |
| dfrtp_1 | 8 |
| ha_1 | 5 |
| inv_1 | 2 |
| inv_2 | 3 |
| nand2_1 | 2 |
| nand2_2 | 1 |
| nor2b_1 | 1 |
| nor2b_4 | 1 |
| o21ai_0 | 2 |
| o22ai_1 | 4 |
| o31ai_1 | 1 |
| o31ai_4 | 1 |
| o41ai_2 | 1 |
Power figures rest on the tool's default switching activity, not on a simulated workload.
